**flow/run.sh**
```bash
#!/bin/bash
# OpenROAD 26Q1-2900-gdf79404cd8, Yosys 0.63+post, stock flow scripts
make -C /OpenROAD-flow-scripts/flow DESIGN_CONFIG=/design/flow/config.mk WORK_HOME=/design/flow/orfs finish
```
**flow/config.mk**
```make
export PLATFORM = sky130hd
export DESIGN_NAME = hls_sobel_axi_stream_top_hls_deadlock_idx0_monitor
export DESIGN_NICKNAME = hls_sobel_axi_stream_top_hls_deadlock_idx0_monitor
export VERILOG_FILES = /design/flow/design.v
export SDC_FILE = /design/flow/constraint.sdc
export NUM_CORES = 4
export LEC_CHECK = 1
export CORE_AREA = 10 10 70 70
export DIE_AREA = 0 0 80 80
```
**flow/constraint.sdc**
```tcl
current_design hls_sobel_axi_stream_top_hls_deadlock_idx0_monitor

set clk_period 1.2
set clk_io_pct 0.2

create_clock -name clk0 -period $clk_period [get_ports {clock}]

set non_clock_inputs [all_inputs -no_clocks]
set_input_delay [expr $clk_period * $clk_io_pct] -clock clk0 $non_clock_inputs
set_output_delay [expr $clk_period * $clk_io_pct] -clock clk0 [all_outputs]
```
**flow/design.v**
```verilog
`timescale 1 ns / 1 ps
module hls_sobel_axi_stream_top_hls_deadlock_idx0_monitor (  
    input wire clock,
    input wire reset,
    input wire [3:0] axis_block_sigs,
    input wire [13:0] inst_idle_sigs,
    input wire [6:0] inst_block_sigs,
    output wire block
);
reg monitor_find_block;
wire idx1_block;
wire idx5_block;
wire [6:0] process_idle_vec;
wire [6:0] process_chan_block_vec;
wire [6:0] process_axis_block_vec;
wire df_has_axis_block;
wire all_process_stop;
assign block = monitor_find_block;
assign idx5_block = axis_block_sigs[3];
assign process_axis_block_vec[0] = 1'b0;
assign process_idle_vec[0] = inst_idle_sigs[0];
assign process_chan_block_vec[0] = inst_block_sigs[0];
assign process_axis_block_vec[1] = idx1_block & (1'b0 | axis_block_sigs[0] | axis_block_sigs[1] | axis_block_sigs[2]);
assign process_idle_vec[1] = inst_idle_sigs[1];
assign process_chan_block_vec[1] = inst_block_sigs[1];
assign process_axis_block_vec[2] = 1'b0;
assign process_idle_vec[2] = inst_idle_sigs[2];
assign process_chan_block_vec[2] = inst_block_sigs[2];
assign process_axis_block_vec[3] = 1'b0;
assign process_idle_vec[3] = inst_idle_sigs[3];
assign process_chan_block_vec[3] = inst_block_sigs[3];
assign process_axis_block_vec[4] = 1'b0;
assign process_idle_vec[4] = inst_idle_sigs[4];
assign process_chan_block_vec[4] = inst_block_sigs[4];
assign process_axis_block_vec[5] = 1'b0;
assign process_idle_vec[5] = inst_idle_sigs[5];
assign process_chan_block_vec[5] = inst_block_sigs[5];
assign process_axis_block_vec[6] = idx5_block & (1'b0 | axis_block_sigs[3]);
assign process_idle_vec[6] = inst_idle_sigs[6];
assign process_chan_block_vec[6] = inst_block_sigs[6];
assign df_has_axis_block = |{process_axis_block_vec};
assign all_process_stop = (process_idle_vec[0] | process_chan_block_vec[0] | process_axis_block_vec[0]) & (process_idle_vec[1] | process_chan_block_vec[1] | process_axis_block_vec[1]) & (process_idle_vec[2] | process_chan_block_vec[2] | process_axis_block_vec[2]) & (process_idle_vec[3] | process_chan_block_vec[3] | process_axis_block_vec[3]) & (process_idle_vec[4] | process_chan_block_vec[4] | process_axis_block_vec[4]) & (process_idle_vec[5] | process_chan_block_vec[5] | process_axis_block_vec[5]) & (process_idle_vec[6] | process_chan_block_vec[6] | process_axis_block_vec[6]);
always @(posedge clock) begin
    if (reset == 1'b1)
        monitor_find_block <= 1'b0;
    else if (df_has_axis_block == 1'b1 && all_process_stop == 1'b1)
        monitor_find_block <= 1'b1;
    else
        monitor_find_block <= 1'b0;
end
 hls_sobel_axi_stream_top_hls_deadlock_idx1_monitor hls_sobel_axi_stream_top_hls_deadlock_idx1_monitor_U (
    .clock(clock),
    .reset(reset),
    .axis_block_sigs(axis_block_sigs),
    .inst_idle_sigs(inst_idle_sigs),
    .inst_block_sigs(inst_block_sigs),
    .block(idx1_block)
);
endmodule
`timescale 1 ns / 1 ps
module hls_sobel_axi_stream_top_hls_deadlock_idx1_monitor (  
    input wire clock,
    input wire reset,
    input wire [3:0] axis_block_sigs,
    input wire [13:0] inst_idle_sigs,
    input wire [6:0] inst_block_sigs,
    output wire block
);
reg monitor_find_block;
wire idx2_block;
wire idx3_block;
wire idx4_block;
wire sub_parallel_block;
wire all_sub_parallel_has_block;
wire all_sub_single_has_block;
wire cur_axis_has_block;
wire seq_is_axis_block;
assign block = monitor_find_block;
assign idx2_block = axis_block_sigs[0];
assign idx3_block = axis_block_sigs[1];
assign idx4_block = axis_block_sigs[2];
assign all_sub_parallel_has_block = 1'b0;
assign all_sub_single_has_block = 1'b0 | (idx2_block & (axis_block_sigs[0])) | (idx3_block & (axis_block_sigs[1])) | (idx4_block & (axis_block_sigs[2]));
assign cur_axis_has_block = 1'b0;
assign seq_is_axis_block = all_sub_parallel_has_block | all_sub_single_has_block | cur_axis_has_block;
always @(posedge clock) begin
    if (reset == 1'b1)
        monitor_find_block <= 1'b0;
    else if (seq_is_axis_block == 1'b1)
        monitor_find_block <= 1'b1;
    else
        monitor_find_block <= 1'b0;
end
endmodule
```
==> run notes <==
flow finished, numbers: status completed, number of rows in the core area 21, crit share post-route a little over nine tenths, Finish-stage setup viols 0, via count of the first global-routing pass approximately 230, # Cells Yosys 12, Setup crit end monitor_find_block, number of warning messages in the logs 32, count of mapped cells out of synthesis 12, Critical Path AT approximately 1.3 ns, detail-routed net length per standard cell around 12 µm, Die Y-Extent roughly 80 µm, Cell Area, Synth 110 µm², detailed-route via count between 150 and 200, dpl cells about 80, category of the worst setup path launch point primary input, number of optimization iterations in the first detailed-route pass 4, Worst-path clk slew 0.03 ns, tightest hold margin between 0.4 and 0.5 ns, number of buffers created by CTS 3, Required @ worst endpoint between 1 and 1.5 ns, minimum clock period after layout 1.16 ns, routed wire length between 900 and 1000 µm, remaining global-route overflow 0, post-placement setup slack -0.377 ns, post-synthesis area per instance between 9 and 10 µm², Max-Cap Viols 0, number of antenna violations at the first check in global routing 0, Clock Skew around 0.0047 ns, floorplan core area 3420 µm², via density per instance 2.30, post-detailed-route count of antenna-violating nets 0, setup ws final between 0.03 and 0.04 ns, cell at the root of the clock tree sky130_fd_sc_hd__clkbuf_4, Final HPWL DP about 860 µm, final instance area 387 µm², die extent in x about 80 µm, number of cells on the worst reg-to-reg path 2, Worst-Skew Late Latency 0.22 ns, quantity of hold-fixing buffers added after cts 0, reg2reg end monitor_find_block, fraction of layout cells with a size suffix above 1 between 15 and 20%, category of the most critical setup path in -> reg, number of top-level design ports 28, Port Buf Inserts 20, final total negative setup slack 0 ns, MI comb area 70.1 µm², cell with the largest stage delay on the worst path sky130_fd_sc_hd__clkdlybuf4s50_1, starting density of the core around 3.2%, number of cells in the finished layout apart from fillers just over 80, sequential share of the synthesized area 36.4%, CP Max Fanout 1, total routing usage reported by global routing between 3 and 4%, CTS H-tree lvls 1, maximum vdd drop around 0.19 mV, biggest cell delay along the critical path 0.47 ns, unrepaired setup endpoints after global routing false, number of buffers between clock root and the deepest sink 2, total power 0.301 mW, total of flip-flops plus latches after synthesis 2, commonest non-fill, non-tap cell in the layout sky130_fd_sc_hd__clkdlybuf4s50_1, number of pins exceeding their max-slew limit in the final report 0, CTS sink cnt 2, number of different library cells in the post-synthesis netlist 9, pin count of the biggest net entering global routing 3, TritonCTS clock tree done, global-route wire length before repair 1460 µm, element type at the critical path end flop, final hold vios 0, maximum clock frequency between 800 and 900 MHz, instance count on the critical path 4, chip area from the yosys synthesis statistics ~110 µm², DRC violation total after the first TritonRoute iteration 6, area enclosed by the die boundary around 6400 µm², fin util between 10% and 20%, most frequently placed logic cells in the final layout sky130_fd_sc_hd__clkdlybuf4s50_1 (16), sky130_fd_sc_hd__dlygate4sd2_1 (4), sky130_fd_sc_hd__clkbuf_4 (3), routability congestion estimate between 0.8 and 0.9, total of fill cells in the finished design between 400 and 500, layout overhead on the synthesized area 251%, number of diodes added for antenna fixing 0, reported leakage power between 0.1 and 0.15 nW, worst reg2reg setup slack about 0.46 ns, transition time at the pin with the least slew margin roughly 0.26 ns, area taken by flip-flops and latches 41.3 µm², Cell Area, Placed 368 µm², power per cell area between 700 and 800 nW/µm², Worst setup startpoint inst_block_sigs[6], cell class contributing the biggest share of worst-path delay buffers and inverters, DRC 0, Max-slew headroom between 80% and 90%, WP buf/inv 1, Synth warnings 2, cells along the critical path clkdlybuf4s50_1 -> nor3_1 -> or3_1 -> a2111oi_2, Worst Hold Class reg -> reg
## worst min-delay path by stage
stage     startpoint                  to  depth (start not counted)
6_report        flop  monitor_find_block                          2
5_1_grt         flop  monitor_find_block                          2
4_1_cts         flop  monitor_find_block                          2
## where the power goes
group	total, mW	switching, mW	internal (mW)	leakage, nW
Combinational	0.0820	0.0216	0.0604	0.103
Sequential	0.0718	0.000900	0.0709	0.0170
Clock	0.148	0.0373	0.110	0.0138
## area by class of cell
class                   instances  area share [%]
repair buffers                 20            50.5
multi-input cells              10            18.1
well taps                      46            14.9
flip-flops and latches          2            10.7
clock buffers                   3            5.83
## timing repair
action	CTS	global route
resized	5	0
setup endpoints to repair	2	0
buffers inserted	0	0
## per-layer routing
layer	vias up	routed length (µm)	share of wire [%]	GRT usage [%]
li1	93	-	-	-
met1	74	414	44	3.77
met2	19	320	34	3.93
met3	0	202	22	3.52
met4	0	0	0	0.176
met5	-	0	0	0
## tightest hold or removal path: cells and delay by family, from the launching register on
family	cells	cell delay (ns)
AOI/OAI and AO/OA	1	0.06
DFF	1	0.28
and+or+nand+nor	1	0.08
## synth_stat cells
cell type	number	area, µm²
sky130_fd_sc_hd__nand2b_1	1	6.26
sky130_fd_sc_hd__o22ai_1	2	12.5
sky130_fd_sc_hd__nor2_4	1	11.3
sky130_fd_sc_hd__nor3_1	2	10.0
sky130_fd_sc_hd__o21ai_0	1	5.00
sky130_fd_sc_hd__a2111oi_2	1	15.0
sky130_fd_sc_hd__nor2_1	1	3.75
sky130_fd_sc_hd__dfxtp_1	2	40.0
sky130_fd_sc_hd__or3_1	1	6.26
## kinds of logic after synthesis
logic type         after synthesis  synth area share, %
DFF                              2                 36.4
AOI/OAI and AO/OA                4                 29.5
and+or+nand+nor                  6                 34.1
Power is estimated from default activity; no workload was simulated.
