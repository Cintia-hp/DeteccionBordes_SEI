==> flow/design.v <==
`timescale 1 ns / 1 ps
module hls_sobel_axi_stream_top_hls_deadlock_detect_unit #( 
    parameter PROC_NUM = 4, 
    parameter PROC_ID = 0, 
    parameter IN_CHAN_NUM = 2, 
    parameter OUT_CHAN_NUM = 3) (
    input reset,
    input clock,
    input [OUT_CHAN_NUM - 1:0] proc_dep_vld_vec,
    input [IN_CHAN_NUM - 1:0] in_chan_dep_vld_vec,
    input [IN_CHAN_NUM * PROC_NUM - 1:0] in_chan_dep_data_vec,
    input [IN_CHAN_NUM - 1:0] token_in_vec,
    input dl_detect_in,
    input origin,
    input token_clear,
    output [OUT_CHAN_NUM - 1:0] out_chan_dep_vld_vec,
    output [PROC_NUM - 1:0] out_chan_dep_data,
    output reg [OUT_CHAN_NUM - 1:0] token_out_vec ,
    output reg dl_detect_out);
    reg [PROC_NUM - 1:0] dep;
    reg [PROC_NUM - 1:0] dep_reg;
    wire [(IN_CHAN_NUM + 1) * PROC_NUM - 1:0] dep_comb;
    assign dep_comb[PROC_NUM - 1:0] = {PROC_NUM{1'b0}};
    genvar i;
    generate
        for (i = 0; i < IN_CHAN_NUM; i = i + 1) begin:B1
            assign dep_comb[(i + 1) * PROC_NUM +: PROC_NUM] = {PROC_NUM{in_chan_dep_vld_vec[i]}} & in_chan_dep_data_vec[i * PROC_NUM +: PROC_NUM] | dep_comb[i * PROC_NUM +: PROC_NUM];
        end
    endgenerate
    always @ (dep_comb or dep_reg or dl_detect_in or token_in_vec) begin
        if (~dl_detect_in | (dl_detect_in & |(token_in_vec))) begin
            dep = dep_comb[IN_CHAN_NUM * PROC_NUM +: PROC_NUM];
        end
        else begin
            dep = dep_reg;
        end
    end
    always @ (negedge reset or posedge clock) begin
        if (~reset) begin
            dep_reg <= 'b0;
        end
        else begin
            if (|proc_dep_vld_vec) begin
                dep_reg <= dep;
            end
            else begin
                dep_reg <= 'b0;
            end
        end
    end
    assign out_chan_dep_vld_vec = proc_dep_vld_vec;
    assign out_chan_dep_data = dep_reg | ('b1 << PROC_ID);
    always @ (dep or dl_detect_in or token_in_vec or proc_dep_vld_vec) begin
        if (~dl_detect_in | (dl_detect_in & |(token_in_vec))) begin
            dl_detect_out = dep[PROC_ID] & (|proc_dep_vld_vec);
        end
        else begin
            dl_detect_out = 'b0;
        end
    end
    always @ (negedge reset or posedge clock) begin
        if (~reset) begin
            token_out_vec <= 'b0;
        end
        else begin
            if ((|token_in_vec & ~token_clear) | origin) begin 
                token_out_vec <= proc_dep_vld_vec;
            end
            else begin
                token_out_vec <= 'b0;
            end
        end
    end
endmodule
==> flow/run.sh <==
#!/bin/bash
# OpenROAD 26Q1-2900-gdf79404cd8, Yosys 0.63+post, stock flow scripts
make -C /OpenROAD-flow-scripts/flow DESIGN_CONFIG=/design/flow/config.mk WORK_HOME=/design/flow/orfs finish
==> flow/config.mk <==
export PLATFORM = sky130hd
export DESIGN_NAME = hls_sobel_axi_stream_top_hls_deadlock_detect_unit
export DESIGN_NICKNAME = hls_sobel_axi_stream_top_hls_deadlock_detect_unit
export VERILOG_FILES = /design/flow/design.v
export SDC_FILE = /design/flow/constraint.sdc
export NUM_CORES = 4
export LEC_CHECK = 1
export CORE_AREA = 10 10 70 70
export DIE_AREA = 0 0 80 80
==> flow/constraint.sdc <==
current_design hls_sobel_axi_stream_top_hls_deadlock_detect_unit

set clk_period 1.0
set clk_io_pct 0.2

create_clock -name clk0 -period $clk_period [get_ports {clock}]

set non_clock_inputs [all_inputs -no_clocks]
set_input_delay [expr $clk_period * $clk_io_pct] -clock clk0 $non_clock_inputs
set_output_delay [expr $clk_period * $clk_io_pct] -clock clk0 [all_outputs]
==> metrics.yaml <==
io_pins: 31
grt_use_total_pct: 4.046
slew_violations: 0
synth_cell_type_count: 13
postSynthAreaPerCell_um2: 10.86
root_buffer: "clkbuf_4"
port_buffers: 29
synth_area_leader_cell: "dfrtp_1"
crit_path_max_incr_delay_ns: 0.38
most-common-layout-cells: "15 x buf_4, 9 x clkdlybuf4s50_1, 6 x dfrtp_1, 6 x dlygate4sd2_1, 5 x buf_6"
ys_cells: 31
grt_pass1_wl_mm: 2.014
grt_busiest_layer: "met2"
fin_util_pct: 22.45
cpLargestDelayFamily: "simple AND/OR/NAND/NOR gates"
die_area_um2: 6400
met1_usage_pct: 4.842
top_cell_area_share_pct: 44.61
drive_gt1_share_pct: 56.94
synth_warnings: 1
ys_ff: 6
diodes: 0
wire_per_inst_um: 10.68
syn_inst: 31
area_growth_pct: 127.9
drtPass1Iterations: 4
clkSinkCount: 6
num_vias: 365
mux_area_share_pct: 0
use_met2_pct: 5.778
crit_required_ns: 0.80
ys_top_cells_by_area: "dfrtp_1 45%, buf_4 16%, o2bb2ai_1 7.8%, a22oi_1 6.7%, nor2b_1 5.6%"
syn_area_um2: 336.6
grt_max_degree: 7
setup_tns_ns: -0.3793
core_area_um2: 3416
initial_core_util_pct: 9.853
setup_viol: 4
drc_errors: 0
synth-xor-area-share_pct: 0
synthTopLogicFamily: "AND-OR/OR-AND gates"
grt_pass1_vias: 408
viasPerCell: 3.093
violations: "setup timing"
cts_tree: "done"
dp_hpwl_mm: 1.081
ys_chip_area_um2: 336.6
p_per_area_nw_per_um2: 925.0
drt-total-wl_mm: 1.260
path_buffers: 2
rsz0062_at_grt: "true"
die_width_um: 80
setup_slack_ns: -0.1515
crit_chain: "buf_6 > or3b_4 > and3b_4 > buf_2"
maxCapViolations: 0
drtIter0Drc: 11
finalCritPeriodShare_pct: 115.1
hold_class: "input port to async pin"
worstSetupPathType: "input port to output pin"
die_y_um: 80
cpMaxStageDelayCell: "or3b_4"
cp-start-kind: "input port"
rows: 21
fa_ha_area_share_pct: 0
lay_top_count: "buf_4"
gr-usage-met3_pct: 3.182
period_needed_ns: 1.151
hold_viol_final: 0
fmax_mhz: 868.4
postSynthSeqShare_pct: 44.61
vdd_drop_max_v: 0.0005128
clk_path_buf_depth: 2
synth-simple-area-share_pct: 18.59
clk_latency_ns: 0.24
arrival_ns: 0.95
ys_sh_aoi_pct: 20.07
grt_overflow: 0
path_clk_slew_ns: 0.04
antenna_found_initial: 0
hold_buffers: 0
p_leak_nw: 0.3603
htreeDepth: 1
gp_congestion: 0.8219
ant_nets: 0
outcome: "finished, violations left"
numCtsBuffers: 3
cp-end-kind: "output pin"
fin_skew_ns: 0
log.warning_count: 27
cp_max_fo: 2
==> final timing paths <==
check                                  startpoint                    endpoint  slack (ns)  cells after the start
setup / recovery                  token_in_vec[1]               dl_detect_out       -0.15                      4
hold / removal                              reset      dep_reg[2]$_DFFE_PN0P_        0.19                      1
setup reg to reg           dep_reg[3]$_DFFE_PN0P_      dep_reg[3]$_DFFE_PN0P_        0.17                      3
hold reg to reg            dep_reg[2]$_DFFE_PN0P_      dep_reg[2]$_DFFE_PN0P_        0.57                      2
max in group asynchronous                   reset  token_out_vec[1]$_DFF_PN0_        0.60                      1
min in group clk0             proc_dep_vld_vec[2]  token_out_vec[2]$_DFF_PN0_        0.27                      3
==> worst register-to-register path: stages, from the launching register on <==
cell	delay, ns
dfrtp_1	0.36
buf_4	0.13
buf_4	0.12
o2bb2ai_2	0.10
==> Yosys cell counts, drive strengths merged <==
library cell,number
a22o,1
a22oi,3
and3b,1
buf,7
conb,1
dfrtp,6
nor2,2
nor2b,3
nor3,1
o21ba,1
o2bb2ai,3
or2b,1
or3b,1
==> metrics by stage <==
step / instance area (um2) / hold WS [ns] / power [W] / std cells / setup slack (ns)
2_1_floorplan: 336.6 / -0.09559 / 0.0003359 / 31 / 0.05772
3_3_place_gp: 706.9 / 0.4538 / 0.0004920 / 109 / -0.7986
3_5_place_dp: 706.9 / 0.4554 / 0.0004945 / 109 / -0.8141
4_1_cts: 749.5 / 0.1962 / 0.0007110 / 116 / -0.1564
5_1_grt: 767.0 / 0.1948 / 0.0007644 / 118 / -0.1729
6_report: 767.0 / 0.1942 / 0.0007095 / 118 / -0.1515
==> area by class of cell <==
class | instances | area, um2
fillers | 380 | 2649
clock buffers | 3 | 22.52
well taps | 46 | 57.56
repair buffers | 45 | 372.9
multi-input cells | 18 | 163.9
flip-flops and latches | 6 | 150.1
==> report_power, final <==
group	switching (W)	internal, W	leakage, nW	total [W]
sequential	0.00000794	0.000264	0.0744	0.000272
combinational	0.0000656	0.000161	0.272	0.000227
clock	0.0000756	0.000135	0.0138	0.000211
==> timing repair <==
| action | in CTS | in global routing |
|---|---|---|
| resized | 54 | 8 |
| pin swaps | 3 | 1 |
| buffers inserted | 4 | 2 |
| hold endpoints to repair | 0 | 0 |
| endpoints found under the setup margin | 16 | 8 |
==> per-layer routing <==
metal / routed length [um] / share of wire [%]
met3: 186 / 15
met5: 0 / 0
met2: 520 / 41
met1: 552 / 44
met4: 0 / 0
==> logic make-up after synthesis <==
| logic type | after synthesis |
|---|---|
| and+or+nand+nor | 9 |
| AOI/OAI and AO/OA | 8 |
| buffers and inverters | 7 |
| DFF | 6 |
| other | 1 |
Power is estimated from default activity; no workload was simulated.
